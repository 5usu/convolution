$ cat /design/flow/design.v
module multiply(
input[8:0] A,
input[8:0] B,
output[8:0] C
);
assign C[0] = A[0]*B[0] + A[1]*B[3] + A[2]*B[6];
assign C[1] = A[0]*B[1] + A[1]*B[4] + A[2]*B[7];
assign C[2] = A[0]*B[2] + A[1]*B[5] + A[2]*B[8];
assign C[3] = A[3]*B[0] + A[4]*B[3] + A[5]*B[6];
assign C[4] = A[3]*B[1] + A[4]*B[4] + A[5]*B[7];
assign C[5] = A[3]*B[2] + A[4]*B[5] + A[5]*B[8];
assign C[6] = A[6]*B[0] + A[7]*B[3] + A[8]*B[6];
assign C[7] = A[6]*B[1] + A[7]*B[4] + A[8]*B[7];
assign C[8] = A[6]*B[2] + A[7]*B[5] + A[8]*B[8];
endmodule
$ cat /design/flow/constraint.sdc
current_design multiply

set clk_period 1.3
set clk_io_pct 0.2

create_clock -name clk0 -period $clk_period

set non_clock_inputs [all_inputs -no_clocks]
set_input_delay [expr $clk_period * $clk_io_pct] -clock clk0 $non_clock_inputs
set_output_delay [expr $clk_period * $clk_io_pct] -clock clk0 [all_outputs]
$ cat /design/flow/config.mk
export PLATFORM = sky130hd
export DESIGN_NAME = multiply
export DESIGN_NICKNAME = multiply
export VERILOG_FILES = /design/flow/design.v
export SDC_FILE = /design/flow/constraint.sdc
export NUM_CORES = 4
export LEC_CHECK = 1
export CORE_AREA = 10 10 70 70
export DIE_AREA = 0 0 80 80
$ cat /design/flow/run.sh
#!/bin/bash
# OpenROAD 26Q1-2900-gdf79404cd8, Yosys 0.63+post, stock flow scripts
make -C /OpenROAD-flow-scripts/flow DESIGN_CONFIG=/design/flow/config.mk WORK_HOME=/design/flow/orfs finish
==> impl_metrics.csv <==
group,metric,value,unit
finish,stdcell_count,112,
hold_path,min_from,"A[3]",
worst_setup_path,endpoint_kind,"primary output",
yosys,yosys.stat.seqShare,0,%
yosys,ys_area,304,um^2
worst_setup_path,worstSetupStartpoint,"A[0]",
grt,grt_overflow_total,0,
floorplan,coreArea,0.00342,mm^2
yosys,ys_top_logic_family,"XOR/XNOR gates",
placed_design,dpl.hpwl,1.19,mm
grt,grt_pass1_wl,2.41,mm
sta,setup_slack,0.0688,ns
clock_tree,post-cts-setup-buffer-count,0,
floorplan,die_h,80,um
sta,post-route-min-period,1.23,ns
finish,regArea,0,um^2
yosys,mux_area_share,0,%
yosys,synth_cells,36,
run_status,status,"finished, final reports clean",
detailed_routing,insertedDiodeCount,0,
flow_run,drv_cap,0,
sta,rsz0062_at_grt,"false",
worst_setup_path,critPathBufInv,2,
placed_design,portBuffers,27,
detailed_routing,ant_nets,0,
yosys,ys_types,2,
worst_setup_path,required,1.04,ns
yosys,synth-cells-yosys,36,
worst_setup_path,critPathKind,"primary input to primary output",
sta,fin_hold_ws,0.919,ns
sta,setup_viol,0,
yosys,syn_area,304,um^2
pwr,power,204,uW
floorplan,fp-row-count,21,
placed_design,dpl.cell_count,113,
worst_setup_path,start_kind,"primary input",
finish,final_common_cell,"nand2_1",
sta,slew_headroom,93.0,%
yosys,yosysWarnings,0,
pwr,p_leak,0.358,nW
detailed_routing,drt-initial-drc-count,25,
yosys,ys_sh_aoi,0,%
flow_run,warnings,32,
sta,tightestPinTransition,0.105,ns
grt,grtUsageTotal,4.76,%
yosys,ys_sh_xor,66.7,%
detailed_routing,dr.pass1.iters,4,
detailed_routing,drc,0,
pwr,ir_drop,0.107,mV
worst_setup_path,critPathSlowestCell,"xnor3_1",
floorplan,chipArea,0.00640,mm^2
detailed_routing,wl,1.39,mm
finish,drive_gt1_share,54.5,%
sta,drv_slew,0,
placed_design,place_congestion,0.832,
detailed_routing,dr_total_vias,362,
worst_setup_path,worstPathCellList,"clkdlybuf4s15_2, nand2_2, xnor3_1, buf_2",
sta,fin_crit_sh,94.7,%
grt,grt_max_degree,4,
detailed_routing,wire_per_inst,12.4,um
sta,finalHoldViolations,0,
floorplan,io_pins,27,
yosys,ys_sh_adder,0,%
hold_path,hp-class,"primary input to primary output",
finish,ff_count,0,
worst_setup_path,arrival,0.97,ns
worst_setup_path,cp_top_family,"buffers and inverters",
finish,area_delta_synth_final,86.8,%
pwr,pwr_density_cell,359,mW/mm^2
worst_setup_path,cp_slowest_stage_delay,0.32,ns
clock_tree,cts_hold_buf,0,
placed_design,place_ws,-0.671,ns
detailed_routing,via_per_inst,3.23,
grt,antenna_found_initial,0,
grt,grt_pass1_vias,433,
sta,max_clock_freq,812,MHz
yosys,simple_gate_area_share,33.3,%
floorplan,core_util_floorplan,8.90,%
yosys,avgSynthCellArea,8.45,um^2
finish,clkbuf_count,0,
worst_setup_path,critPathMaxFanout,3,
finish,final_cell_mix,"21 x nand2_1, 17 x buf_2, 9 x xnor3_1",
floorplan,die_x,80,um
-- synthesized netlist by cell type, drive strengths merged --
library cell / number / share of area, %
xnor3: 9 / 67
nand2: 27 / 33
-- worst min-delay path, cell delays in order --
cell	delay [ns]
clkbuf_2	0.10
nand2_1	0.08
xnor3_1	0.13
buf_2	0.09
-- worst paths after layout --
path / end / slack (ns) / depth (start not counted)
max: C[0] / 0.07 / 4
min: C[4] / 0.92 / 4
-- through the flow --
| step | TNS, ns | instance area (um^2) | utilization, % |
|---|---|---|---|
| floorplan | 0 | 304 | - |
| global placement | -5.99 | 662 | 19.4 |
| detailed placement | -5.88 | 662 | 19.4 |
| CTS | 0 | 601 | 17.6 |
| global route | 0 | 568 | 16.6 |
| finish | 0 | 568 | 16.6 |
-- power breakdown --
group          internal, mW  switching, mW
sequential                0              0
combinational         0.135         0.0688
clock                     0              0
total                 0.135         0.0688
-- layout make-up --
cell class,instances,area (um^2)
fillers,398,2850
multi-input cells,36,319
repair buffers,30,191
well taps,46,57.6
-- cells by family after synthesis --
| group | Yosys count |
|---|---|
| xor gates and xnor gates | 9 |
| and+or+nand+nor | 27 |
-- metal layers --
metal / vias up / GRT usage (%) / wire length [um]
met5: - / 0 / 0
met2: 30 / 6.66 / 522
li1: 177 / - / -
met1: 155 / 6.72 / 625
met3: 0 / 2.50 / 239
met4: 0 / 0 / 0
-- repair_timing --
action | in CTS | in global routing
hold endpoints to repair | 0 | 0
pin swaps | 10 | 8
endpoints found under the setup margin | 9 | 9
resized | 94 | 10
Power is estimated from default activity; no workload was simulated.
