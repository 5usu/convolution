==> flow/run.sh <==
#!/bin/bash
# OpenROAD 26Q1-2900-gdf79404cd8, Yosys 0.63+post, stock flow scripts
make -C /OpenROAD-flow-scripts/flow DESIGN_CONFIG=/design/flow/config.mk WORK_HOME=/design/flow/orfs finish
==> flow/config.mk <==
export PLATFORM = sky130hd
export DESIGN_NAME = traffic_control
export DESIGN_NICKNAME = traffic_control
export VERILOG_FILES = /design/flow/design.v
export SDC_FILE = /design/flow/constraint.sdc
export NUM_CORES = 4
export LEC_CHECK = 1
export CORE_AREA = 10 10 70 70
export DIE_AREA = 0 0 80 80
==> flow/constraint.sdc <==
current_design traffic_control

set clk_period 2.9
set clk_io_pct 0.2

create_clock -name clk0 -period $clk_period [get_ports {clk}]

set non_clock_inputs [all_inputs -no_clocks]
set_input_delay [expr $clk_period * $clk_io_pct] -clock clk0 $non_clock_inputs
set_output_delay [expr $clk_period * $clk_io_pct] -clock clk0 [all_outputs]
==> flow/design.v <==
module traffic_control(
    input wire clk,
    input wire reset,
    output reg [1:0] light
);
parameter RED = 2'b00;
parameter YELLOW = 2'b01;
parameter GREEN = 2'b10;
parameter RED_TIME = 10;
parameter YELLOW_TIME = 10;
parameter GREEN_TIME = 10;
reg [1:0] state, next_state;
reg [5:0] timer;
always @(posedge clk or posedge reset) begin
    if (reset)
        state <= RED;
    else
        state <= next_state;
end
always @(*) begin
    case (state)
        RED:
            if (timer == RED_TIME - 1)
                next_state = GREEN;
            else
                next_state = RED;
        YELLOW:
            if (timer == YELLOW_TIME - 1)
                next_state = RED;
            else
                next_state = YELLOW;
        GREEN:
            if (timer == GREEN_TIME - 1)
                next_state = YELLOW;
            else
                next_state = GREEN;
        default: next_state = RED;
    endcase
end
always @(posedge clk or posedge reset) begin
    if (reset)
        timer <= 0;
    else if ((state == RED && timer == RED_TIME - 1) ||
             (state == YELLOW && timer == YELLOW_TIME - 1) ||
             (state == GREEN && timer == GREEN_TIME - 1))
        timer <= 0;
    else
        timer <= timer + 1;
end
always @(*) begin
    light = state;
end
endmodule
==> reports/results.txt <==
flop-to-flop setup slack - 1.82 ns
Worst Path Buf+Inv - 1
Clock Skew - 0.00387 ns
Non-Filler Cell Area, Final - 489 um2
core area - 3420 um2
Post-synth seq share - 0.528
HPWL reported at the end of detailed placement - 459 um
Tool Warnings - 26
number of placement rows - 21
power density cells - 401 nW/um2
critical path data arrival time - 1.12 ns
count of endpoints failing hold in the final timing report - 0
shortest clock period the worst path allows after layout - 1.70 ns
Clock Tree Buf Depth - 2
number of antenna violations at the first check in global routing - 0
TritonRoute pass-1 iters - 2
routability-driven placement congestion ratio - 0.649
Post-Synthesis Cell Area - 379 um2
chip width - 80 um
CTS buffer count - 3
gate count after technology mapping - 35
number of primary I/O pins - 4
share of the synthesized area in the top cell type - 0.528
Routed WL per cell - 6.67 um
Maximum Capacitance Violations - 0
crit path DRT - 2.32 ns
Root Driver - clkbuf_4
commonest cells after routing, fill and taps aside - dfrtp_1 (8), nor2_1 (6)
share of post-route cells with drive strength above 1 - 0.146
count of port buffers added during placement - 3
via count - 261
diodes inserted - 0
vias in the first global route - 260
Yosys warning total - 1
final core area utilization - 0.143
remaining routing DRC violations - 0
element type at the critical path start - flop
IR Drop Worst-Case VDD - 0.102 mV
number of hold buffers added after cts - 0
final critical-path share of the clock period - 0.586
postcts setup bufs - 0
max-slew violation count - 0
detailed-route vias per instance - 3.00
level count of the clock H-tree - 1
longest individual stage delay on the worst path - 0.48 ns
Peak Freq - 588 MHz
sink count of the clock tree - 8
antenna-violating nets left - 0
global-route wire length before repair - 1090 um
die area - 6400 um2
largest net degree at the start of global routing - 9
Yosys Chip Area - 379 um2
RSZ-0062 raised after global routing - no
Flops after synth - 8
CP Max Fanout - 5
Final setup viols - 0
CTS tree - built
Reg clk slew, reported paths - 0.05 ns
leftover overflow at the end of global routing - 0
Area growth syn-to-layout - 29.0%
wirelength, routed - 580 um
Yosys cell types - 16
vertical die dimension - 80 um
library cell with the largest summed area after synthesis - dfrtp_1
leakage power - 0.201 nW
dominant delay contributor by cell family on the critical path - buffers and inverters
Clock Latency Late Sink - 0.25 ns
mean post-synth cell area - 10.8 um2
normalized max-slew margin - 0.803
worst setup path category - reg2out
Top cell excl fill/tap - dfrtp_1
post-synthesis cell count from yosys - 35
number of cells upsized or downsized after cts - 0
CP endpoint kind - output port
Main area contributors - dfrtp_1 (53%), xnor2_1 (6.9%), ha_1 (6.6%)
violation count after the first detailed-route iteration - 19
worst min-delay path category - reg2reg
outcome - finished, final reports clean
transition time at the pin with the least slew margin - 0.296 ns
setup_tns - 0 ns
Slowest cell on crit path - clkdlybuf4s50_1
Cell Chain, Critical Path - clkdlybuf4s50_1
initial standard-cell utilization of the core - 0.111
Overall Global Routing Usage - 0.0219
Cell Area, Placed - 467 um2
cell type report:
cell class,count,area [um2]
fillers,389,2930
clock buffers,3,22.5
inverters,2,7.51
repair buffers,3,30.0
well taps,46,57.6
multi-input cells,25,171
flip-flops and latches,8,200
per-layer routing:
| layer | part of all wire | vias up | wire, um | global-route usage |
|---|---|---|---|---|
| met3 | 0.17 | 0 | 100 | 0.0227 |
| met1 | 0.46 | 121 | 269 | 0.0243 |
| met2 | 0.36 | 7 | 209 | 0.0297 |
| met5 | 0 | - | 0 | 0 |
| met4 | 0 | 0 | 0 | 0.00176 |
| li1 | - | 133 | - | - |
metrics by stage:
step           power [W]  std cells  hold slack (ns)  setup WS, ns
2_1_floorplan   0.000115         35            0.396          1.90
3_3_place_gp    0.000117         84            0.463          1.48
3_5_place_dp    0.000117         84            0.467          1.46
4_1_cts         0.000199         87            0.474          1.19
5_1_grt         0.000208         87            0.507          1.11
6_report        0.000196         87            0.467          1.20
cell families (layout without fill, tap and decap cells):
family,after synthesis,count (layout),synth area share
muxes,1,1,0.0264
and+or+nand+nor,17,17,0.254
AOI/OAI and AO/OA,1,1,0.0132
adders and majority gates,2,2,0.0660
buffers and inverters,2,8,0.0198
xor gates and xnor gates,4,4,0.0924
DFF,8,8,0.528
report_power, final:
part	switching (W)	total, W	internal (W)
combinational	0.00000219	0.00000345	0.00000126
sequential	0	0.000112	0.000112
clock	0.0000338	0.0000809	0.0000471
worst paths after layout:
check                         start  endpoint  cells after the start
min in group asynchronous     reset  timer[5]                      2
hold reg to reg            timer[5]  timer[5]                      1
setup reg to reg           timer[1]  timer[3]                      4
hold / removal             timer[5]  timer[5]                      1
max in group asynchronous     reset  timer[3]                      2
setup / recovery           state[1]  light[1]                      1
synthesized netlist by cell type, drive strengths merged:
library cell  count
o21ai             1
and4              1
nand2b            2
nand2             1
and3              2
dfrtp             8
mux2i             1
nor2b             1
xnor2             3
ha                2
nand4             1
inv               2
xor2              1
nand3             3
nor2              6
sequential cells by signal, summed over array words and instances, names as in the netlist:
signal	count
state	2
timer	6
No activity file was given, so power comes from the tool's default toggle rates.
