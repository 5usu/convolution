[config.mk]
export PLATFORM = sky130hd
export DESIGN_NAME = matrix_mul
export DESIGN_NICKNAME = matrix_mul
export VERILOG_FILES = /design/flow/design.v
export SDC_FILE = /design/flow/constraint.sdc
export NUM_CORES = 4
export LEC_CHECK = 1
export CORE_UTILIZATION = 40
[constraint.sdc]
current_design matrix_mul

set clk_period 9.3
set clk_io_pct 0.2

create_clock -name clk0 -period $clk_period [get_ports {clk}]

set non_clock_inputs [all_inputs -no_clocks]
set_input_delay [expr $clk_period * $clk_io_pct] -clock clk0 $non_clock_inputs
set_output_delay [expr $clk_period * $clk_io_pct] -clock clk0 [all_outputs]
[design.v]
module matrix_mul(
    input wire clk,
    input wire reset,
    input wire start,
    input wire [8:0][7:0] matrix_a,
    input wire [8:0][7:0] matrix_b,
    output reg [8:0][15:0] result,
    output reg done
);
reg [3:0] state;
reg [3:0] i, j, k;
reg [15:0] sum;
localparam IDLE = 4'd0, MULTIPLY = 4'd1, DONE = 4'd2;
always @(posedge clk or posedge reset) begin
    if (reset) begin
        state <= IDLE;
        done <= 0;
        i <= 0;
        j <= 0;
        k <= 0;
        sum <= 0;
    end else begin
        case (state)
            IDLE: begin
                if (start) begin
                    state <= MULTIPLY;
                    i <= 0;
                    j <= 0;
                    k <= 0;
                    sum <= 0;
                    done <= 0;
                end
            end
            MULTIPLY: begin
                if (k == 3) begin
                    result[i*3 + j] <= sum;
                    sum <= 0;
                    k <= 0;
                    if (j == 2) begin
                        j <= 0;
                        if (i == 2) begin
                            state <= DONE;
                        end else begin
                            i <= i + 1;
                        end
                    end else begin
                        j <= j + 1;
                    end
                end else begin
                    sum <= sum + matrix_a[i*3 + k] * matrix_b[k*3 + j];
                    k <= k + 1;
                end
            end
            DONE: begin
                done <= 1;
                state <= IDLE;
            end
        endcase
    end
end
endmodule
[run.sh]
#!/bin/bash
# OpenROAD 26Q1-2900-gdf79404cd8, Yosys 0.63+post, stock flow scripts
make -C /OpenROAD-flow-scripts/flow DESIGN_CONFIG=/design/flow/config.mk WORK_HOME=/design/flow/orfs finish
==> impl_metrics.py <==
# Generated from Yosys and OpenROAD reports
metrics = {
    "hold_path": {
        "hold_path_depth": 1,
        "hp-class": "register to register",
    },
    "cts": {
        "cts_root_buf": "sky130_fd_sc_hd__clkbuf_16",
        "worst_setup_hold_path_clk_slew_ps": 80,
        "cts_buffers": 17,
        "worstSkewPairLatency_ps": 430,
        "h-tree-depth": 4,
        "tritoncts": "built",
        "post-cts-setup-buffer-count": 0,
        "ctsResizeCount": 0,
        "cts.sink_count": 176,
        "cts.path.max_buffers": 2,
        "cts_hold_repair.buffers": 0,
    },
    "synth": {
        "synth-main-ff-cell": "sky130_fd_sc_hd__edfxtp_1",
        "async_flop_share": 0.182,
        "topCellsByArea": "sky130_fd_sc_hd__edfxtp_1 (35%), sky130_fd_sc_hd__fa_1 (9.3%), sky130_fd_sc_hd__mux2_2 (8.3%)",
        "post_synth.cell_area_avg_sq_um": 12.7,
        "synth_cells": 964,
        "synth_flops": 176,
        "post-synth-top-count-cell": "sky130_fd_sc_hd__edfxtp_1",
        "common_cells": "sky130_fd_sc_hd__edfxtp_1 (144), sky130_fd_sc_hd__inv_1 (96), sky130_fd_sc_hd__mux2_2 (90)",
        "synth_cell_types": 64,
        "synth_stat.cells": 964,
        "ys.warnings.count": 1,
        "synthDominantCellAreaShare": 0.354,
        "chip_area_estimate_from_yosys_synthesis_sq_mm": 0.0122,
        "mappedNetlistArea_sq_mm": 0.0122,
        "ys_seq_share": 0.420,
        "synth_area_leader_cell": "sky130_fd_sc_hd__edfxtp_1",
        "edf_count": 144,
    },
    "critical_path": {
        "capturing_element_of_the_worst_setup_path": "sum[15]",
        "r2r_cells": 25,
        "startpoint_type": "register",
        "cp-end-kind": "register",
        "cp-startpoint": "j[1]",
        "worst_r2r_startpoint": "j[1]",
        "cp_data_required_time_ps": 9650,
        "worst-path-max-fanout": 9,
        "worstReg2RegEnd": "sum[15]",
        "ff2ff_setup_slack_ps": 1670,
        "critPathArrivalTime_ps": 7970,
        "worstSetupPathType": "register to register",
    },
    "final_timing": {
        "final_max_slew_viol_count": 0,
        "timing_worst_slew_pin_value_ps": 855,
        "timing.final.hold_violations": 0,
        "timing.max_slew.rel_slack": 0.429,
        "timing.clock.skew_ps": 18.6,
        "setup_tns_ps": 0,
        "maxClockFrequency_mhz": 131,
        "finalSetupViolCount": 0,
        "setup_repair_after_global_routing_missed_its_margin": "no",
        "post-route-period-util": 0.820,
        "fin_crit_ps": 7630,
    },
    "route": {
        "antennaDiodeCount": 0,
        "detail_route.vias_per_cell": 5.11,
        "drt_iter0_markers": 558,
        "drc_errors": 0,
        "average_wire_length_per_cell_after_detail_routing_um": 18.4,
        "detail_route.first_pass.iterations": 4,
        "ant_nets": 0,
        "vias": 8433,
        "totalWireLength_um": 30300,
    },
    "global_routing": {
        "antenna_found_initial": 0,
        "first_pass_grt_wire_length_um": 48900,
        "grt_usage": 0.216,
        "grt_start_max_net_pins": 58,
        "grt_pass1_vias": 8706,
        "grt_overflow": 0,
    },
    "layout": {
        "layout.cells.non_filler": 1649,
        "layout.filler_cells": 2518,
        "area_delta_synth_final_pct": 31.9,
        "final_layout_size_suffix_gt1_frac": 0.186,
    },
    "power_and_ir_drop": {
        "leakage_nw": 6.52,
        "powerDensity_mw_per_mm2": 101,
        "vdd_drop_max_uv": 105,
    },
    "placement": {
        "io_buffers": 291,
        "hpwl_um": 23800,
        "place_congestion": 0.912,
        "number_of_instances_in_the_placed_design": 1617,
    },
    "die": {
        "die_area_sq_mm": 0.0312,
        "placement_row_count": 63,
        "top_level_ports": 292,
        "core_util_floorplan": 0.409,
        "core_region_area_sq_mm": 0.0299,
        "floorplan.die.height_um": 177,
        "fp.dieW_um": 177,
    },
    "flow_run": {
        "log.warning_count": 31,
        "drv_cap": 0,
    },
    "outcome": {
        "result_of_the_run": "finished, final reports clean",
    },
}
==> how the worst min path moves through the flow <==
stage,start,endpoint
4_1_cts,state[1],state[0]
6_report,state[1],state[0]
5_1_grt,state[1],state[0]
==> report_power, final <==
part / leakage [nW] / internal [W] / switching, W
sequential: 1.71 / 0.000841 / 0
clock: 0.287 / 0.000363 / 0.000344
combinational: 4.52 / 0.0000652 / 0.0000211
==> worst max-delay path, stage by stage (launching register included) <==
cell and delay [ps]:
sky130_fd_sc_hd__dfrtp_1 480, sky130_fd_sc_hd__fa_1 510, sky130_fd_sc_hd__ha_1 230, sky130_fd_sc_hd__fa_1 730, sky130_fd_sc_hd__nor4_1 260, sky130_fd_sc_hd__nand2_1 80
sky130_fd_sc_hd__a21oi_1 500, sky130_fd_sc_hd__a21oi_1 200, sky130_fd_sc_hd__nor2_1 450, sky130_fd_sc_hd__nand2_1 160, sky130_fd_sc_hd__fa_1 500, sky130_fd_sc_hd__fa_1 510
sky130_fd_sc_hd__inv_1 40, sky130_fd_sc_hd__ha_1 260, sky130_fd_sc_hd__inv_1 50, sky130_fd_sc_hd__fa_1 520, sky130_fd_sc_hd__inv_1 60, sky130_fd_sc_hd__fa_1 480
sky130_fd_sc_hd__a211o_1 340, sky130_fd_sc_hd__a21oi_1 210, sky130_fd_sc_hd__o21ai_0 180, sky130_fd_sc_hd__nand4_1 150, sky130_fd_sc_hd__a31oi_1 100, sky130_fd_sc_hd__xnor2_1 280
sky130_fd_sc_hd__a21oi_1 110, sky130_fd_sc_hd__o22ai_1 150
==> through the flow <==
| step | util | hold WS [ps] | instance area (sq um) | power [W] | worst slack, ps |
|---|---|---|---|---|---|
| 2_1_floorplan | - | 459 | 12200 | 0.000878 | 1420 |
| 3_5_place_dp | 0.520 | 499 | 15500 | 0.000945 | 1560 |
| 4_1_cts | 0.539 | 527 | 16100 | 0.00166 | 1670 |
| 5_1_grt | 0.539 | 541 | 16100 | 0.00169 | 1240 |
| 6_report | 0.539 | 523 | 16100 | 0.00164 | 1670 |
| 3_3_place_gp | 0.520 | 490 | 15500 | 0.000944 | 1650 |
==> logic make-up after synthesis <==
logic type                 after synthesis  synth area share
and+or+nand+nor                        198            0.0812
DFF                                    176             0.420
xor gates and xnor gates                24            0.0178
buffers and inverters                  145            0.0510
AOI/OAI and AO/OA                      114            0.0617
adders and majority gates              118             0.156
muxes                                  189             0.213
==> cells in the final DEF (no fill, tap or decap), types with 11 or more instances in the layout <==
cell and n:
sky130_fd_sc_hd__nor2_1 38, sky130_fd_sc_hd__edfxtp_1 144, sky130_fd_sc_hd__dfrtp_1 31, sky130_fd_sc_hd__nand2_1 69, sky130_fd_sc_hd__mux2_4 36, sky130_fd_sc_hd__ha_1 61
sky130_fd_sc_hd__buf_4 21, sky130_fd_sc_hd__a21oi_1 29, sky130_fd_sc_hd__mux2_2 90, sky130_fd_sc_hd__nand3_1 21, sky130_fd_sc_hd__inv_1 96, sky130_fd_sc_hd__mux4_2 32
sky130_fd_sc_hd__nor3_1 17, sky130_fd_sc_hd__o21ai_0 22, sky130_fd_sc_hd__and2_1 11, sky130_fd_sc_hd__clkdlybuf4s50_1 291, sky130_fd_sc_hd__a22o_1 15, sky130_fd_sc_hd__mux2i_1 20
sky130_fd_sc_hd__fa_1 57, sky130_fd_sc_hd__clkbuf_16 17, sky130_fd_sc_hd__xnor2_1 15
==> sequential cells by signal, summed over array words and instances (netlist names) <==
| register | flops |
|---|---|
| k | 4 |
| done | 1 |
| state | 3 |
| result | 144 |
| j | 4 |
| sum | 16 |
| i | 4 |
==> metal layers <==
metal,vias up,routed length (um),global-route usage
met3,24,1960,0.0543
met4,0,429,0.0262
met1,4116,13500,0.338
met2,245,14500,0.331
met5,-,0,0
li1,4048,-,-
==> cell type report <==
cell class              count  area [sq um]  share of cell area
well taps                 390           488              0.0303
multi-input cells         643          6480               0.402
clock buffers              18           429              0.0266
clock inverters            14           161              0.0100
inverters                  96           360              0.0224
flip-flops and latches    176          5130               0.318
repair buffers            312          3070               0.191
No activity file was given, so power comes from the tool's default toggle rates.
